## ./run.sh

```bash
#!/bin/bash
# OpenROAD 26Q1-2900-gdf79404cd8, Yosys 0.63+post, stock flow scripts
make -C /OpenROAD-flow-scripts/flow DESIGN_CONFIG=/design/flow/config.mk WORK_HOME=/design/flow/orfs finish
```

## ./config.mk

```make
export PLATFORM = sky130hd
export DESIGN_NAME = keccak
export DESIGN_NICKNAME = keccak
export VERILOG_FILES = /design/flow/design.v
export SDC_FILE = /design/flow/constraint.sdc
export NUM_CORES = 4
export LEC_CHECK = 1
export CORE_UTILIZATION = 50
```

## ./constraint.sdc

```tcl
current_design keccak

set clk_period 170.4
set clk_io_pct 0.2

create_clock -name clk0 -period $clk_period [get_ports {clk}]

set non_clock_inputs [all_inputs -no_clocks]
set_input_delay [expr $clk_period * $clk_io_pct] -clock clk0 $non_clock_inputs
set_output_delay [expr $clk_period * $clk_io_pct] -clock clk0 [all_outputs]
```

## ./design.v

```verilog
module f_permutation(clk, reset, in, in_ready, ack, out, out_ready);
    parameter MDLEN = 512;
    input               clk, reset;
    input      [575:0]  in;
    input               in_ready;
    output              ack;
    output reg [1599:0] out;
    output reg          out_ready;
    reg        [22:0]   i;  
    wire       [1599:0] round_in, round_out;
    wire       [63:0]   rc;  
    wire                update;
    wire                accept;
    reg                 calc;  
    assign accept = in_ready & (~ calc);  
    always @ (posedge clk)
      if (reset) i <= 0;
      else       i <= {i[21:0], accept};
    always @ (posedge clk)
      if (reset) calc <= 0;
      else       calc <= (calc & (~ i[22])) | accept;
    assign update = calc | accept;
    assign ack = accept;
    always @ (posedge clk)
      if (reset)
        out_ready <= 0;
      else if (accept)
        out_ready <= 0;
      else if (i[22])  
        out_ready <= 1;
    assign round_in = accept ? {in ^ out[1599:1599-575], out[1599-576:0]} ^ (1'b1 << (2*MDLEN+63)) : out;
    rconst
      rconst_ ({i, accept}, rc);
    round
      round_ (round_in, rc, round_out);
    always @ (posedge clk)
      if (reset)
        out <= 0;
      else if (update)
        out <= round_out;
endmodule
module keccak(clk, reset, in, in_ready, is_last, byte_num, buffer_full, out, out_ready);
    parameter MDLEN = 512;
    input              clk, reset;
    input      [31:0]  in;
    input              in_ready, is_last;
    input      [1:0]   byte_num;
    output             buffer_full;  
    output     [511:0] out;
    output reg         out_ready;
    reg                state;      
    wire       [575:0] padder_out,
                       padder_out_1;  
    wire               padder_out_ready;
    wire               f_ack;
    wire      [1599:0] f_out;
    wire               f_out_ready;
    wire       [511:0] out1;       
    reg        [22:0]  i;          
    genvar w, b;
    assign out1 = f_out[1599:1599-511];
    always @ (posedge clk)
      if (reset)
        i <= 0;
      else
        i <= {i[21:0], state & f_ack};
    always @ (posedge clk)
      if (reset)
        state <= 0;
      else if (is_last)
        state <= 1;
    generate
      for(w=0; w<8; w=w+1)
        begin : L0
          for(b=0; b<8; b=b+1)
            begin : L1
              assign out[(((w)*64 + (b)*8) + 7):((w)*64 + (b)*8)] = out1[(((w)*64 + (7-b)*8) + 7):((w)*64 + (7-b)*8)];
            end
        end
    endgenerate
    generate
      for(w=0; w<9; w=w+1)
        begin : L2
          for(b=0; b<8; b=b+1)
            begin : L3
              assign padder_out[(((w)*64 + (b)*8) + 7):((w)*64 + (b)*8)] = padder_out_1[(((w)*64 + (7-b)*8) + 7):((w)*64 + (7-b)*8)];
            end
        end
    endgenerate
    always @ (posedge clk)
      if (reset)
        out_ready <= 0;
      else if (i[22])
        out_ready <= 1;
    padder
      padder_ (clk, reset, in, in_ready, is_last, byte_num, buffer_full, padder_out_1, padder_out_ready, f_ack);
    f_permutation #(.MDLEN(MDLEN))
      f_permutation_ (clk, reset, padder_out, padder_out_ready, f_ack, f_out, f_out_ready);
endmodule
module padder(clk, reset, in, in_ready, is_last, byte_num, buffer_full, out, out_ready, f_ack);
    input              clk, reset;
    input      [31:0]  in;
    input              in_ready, is_last;
    input      [1:0]   byte_num;
    output             buffer_full;  
    output reg [575:0] out;          
    output             out_ready;    
    input              f_ack;        
    reg                state;        
    reg                done;         
    reg        [17:0]  i;            
    wire       [31:0]  v0;           
    reg        [31:0]  v1;           
    wire               accept,       
                       update;
    assign buffer_full = i[17];
    assign out_ready = buffer_full;
    assign accept = (~ state) & in_ready & (~ buffer_full);  
    assign update = (accept | (state & (~ buffer_full))) & (~ done);  
    always @ (posedge clk)
      if (reset)
        out <= 0;
      else if (update)
        out <= {out[575-32:0], v1};
    always @ (posedge clk)
      if (reset)
        i <= 0;
      else if (f_ack | update)
        i <= {i[16:0], 1'b1} & {18{~ f_ack}};
    always @ (posedge clk)
      if (reset)
        state <= 0;
      else if (is_last)
        state <= 1;
    always @ (posedge clk)
      if (reset)
        done <= 0;
      else if (state & out_ready)
        done <= 1;
    padder1 p0 (in, byte_num, v0);
    always @ (*)
      begin
        if (state)
          v1 = 0;
        else if (is_last == 0)
          v1 = in;
        else
          v1 = v0;
      end
endmodule
module padder1(in, byte_num, out);
    input      [31:0] in;
    input      [1:0]  byte_num;
    output reg [31:0] out;
    always @ (*)
      case (byte_num)
        0: out = 32'h06000000;
        1: out = {in[31:24], 24'h060000};
        2: out = {in[31:16], 16'h0600};
        3: out = {in[31:8],   8'h06};
      endcase
endmodule
module rconst(i, rc);
    input      [23:0] i;
    output reg [63:0] rc;
    always @ (i)
      begin
        rc = 0;
        rc[0] = i[0] | i[4] | i[5] | i[6] | i[7] | i[10] | i[12] | i[13] | i[14] | i[15] | i[20] | i[22];
        rc[1] = i[1] | i[2] | i[4] | i[8] | i[11] | i[12] | i[13] | i[15] | i[16] | i[18] | i[19];
        rc[3] = i[2] | i[4] | i[7] | i[8] | i[9] | i[10] | i[11] | i[12] | i[13] | i[14] | i[18] | i[19] | i[23];
        rc[7] = i[1] | i[2] | i[4] | i[6] | i[8] | i[9] | i[12] | i[13] | i[14] | i[17] | i[20] | i[21];
        rc[15] = i[1] | i[2] | i[3] | i[4] | i[6] | i[7] | i[10] | i[12] | i[14] | i[15] | i[16] | i[18] | i[20] | i[21] | i[23];
        rc[31] = i[3] | i[5] | i[6] | i[10] | i[11] | i[12] | i[19] | i[20] | i[22] | i[23];
        rc[63] = i[2] | i[3] | i[6] | i[7] | i[13] | i[14] | i[15] | i[16] | i[17] | i[19] | i[20] | i[21] | i[23];
      end
endmodule
module round(in, round_const, out);
    input  [1599:0] in;
    input  [63:0]   round_const;
    output [1599:0] out;
    wire   [63:0]   a[4:0][4:0];
    wire   [63:0]   b[4:0];
    wire   [63:0]   c[4:0][4:0], d[4:0][4:0], e[4:0][4:0], f[4:0][4:0], g[4:0][4:0];
    genvar x, y;
    generate
      for(y=0; y<5; y=y+1)
        begin : L0
          for(x=0; x<5; x=x+1)
            begin : L1
              assign a[x][y] = in[1599 - 64*(5*y+x) : 1599 - 64*(5*y+x) - 63];
            end
        end
    endgenerate
    generate
      for(x=0; x<5; x=x+1)
        begin : L2
          assign b[x] = a[x][0] ^ a[x][1] ^ a[x][2] ^ a[x][3] ^ a[x][4];
        end
    endgenerate
    generate
      for(y=0; y<5; y=y+1)
        begin : L3
          for(x=0; x<5; x=x+1)
            begin : L4
              assign c[x][y] = a[x][y] ^ b[(x == 0 ? 4 : x - 1)] ^ {b[(x == 4 ? 0 : x + 1)][62:0], b[(x == 4 ? 0 : x + 1)][63]};
            end
        end
    endgenerate
    assign d[0][0] = c[0][0];
    assign d[1][0] = {c[1][0][62:0], c[1][0][63]};
    assign d[2][0] = {c[2][0][63-62:0], c[2][0][63:63-62+1]};
    assign d[3][0] = {c[3][0][63-28:0], c[3][0][63:63-28+1]};
    assign d[4][0] = {c[4][0][63-27:0], c[4][0][63:63-27+1]};
    assign d[0][1] = {c[0][1][63-36:0], c[0][1][63:63-36+1]};
    assign d[1][1] = {c[1][1][63-44:0], c[1][1][63:63-44+1]};
    assign d[2][1] = {c[2][1][63-6:0], c[2][1][63:63-6+1]};
    assign d[3][1] = {c[3][1][63-55:0], c[3][1][63:63-55+1]};
    assign d[4][1] = {c[4][1][63-20:0], c[4][1][63:63-20+1]};
    assign d[0][2] = {c[0][2][63-3:0], c[0][2][63:63-3+1]};
    assign d[1][2] = {c[1][2][63-10:0], c[1][2][63:63-10+1]};
    assign d[2][2] = {c[2][2][63-43:0], c[2][2][63:63-43+1]};
    assign d[3][2] = {c[3][2][63-25:0], c[3][2][63:63-25+1]};
    assign d[4][2] = {c[4][2][63-39:0], c[4][2][63:63-39+1]};
    assign d[0][3] = {c[0][3][63-41:0], c[0][3][63:63-41+1]};
    assign d[1][3] = {c[1][3][63-45:0], c[1][3][63:63-45+1]};
    assign d[2][3] = {c[2][3][63-15:0], c[2][3][63:63-15+1]};
    assign d[3][3] = {c[3][3][63-21:0], c[3][3][63:63-21+1]};
    assign d[4][3] = {c[4][3][63-8:0], c[4][3][63:63-8+1]};
    assign d[0][4] = {c[0][4][63-18:0], c[0][4][63:63-18+1]};
    assign d[1][4] = {c[1][4][63-2:0], c[1][4][63:63-2+1]};
    assign d[2][4] = {c[2][4][63-61:0], c[2][4][63:63-61+1]};
    assign d[3][4] = {c[3][4][63-56:0], c[3][4][63:63-56+1]};
    assign d[4][4] = {c[4][4][63-14:0], c[4][4][63:63-14+1]};
    assign e[0][0] = d[0][0];
    assign e[0][2] = d[1][0];
    assign e[0][4] = d[2][0];
    assign e[0][1] = d[3][0];
    assign e[0][3] = d[4][0];
    assign e[1][3] = d[0][1];
    assign e[1][0] = d[1][1];
    assign e[1][2] = d[2][1];
    assign e[1][4] = d[3][1];
    assign e[1][1] = d[4][1];
    assign e[2][1] = d[0][2];
    assign e[2][3] = d[1][2];
    assign e[2][0] = d[2][2];
    assign e[2][2] = d[3][2];
    assign e[2][4] = d[4][2];
    assign e[3][4] = d[0][3];
    assign e[3][1] = d[1][3];
    assign e[3][3] = d[2][3];
    assign e[3][0] = d[3][3];
    assign e[3][2] = d[4][3];
    assign e[4][2] = d[0][4];
    assign e[4][4] = d[1][4];
    assign e[4][1] = d[2][4];
    assign e[4][3] = d[3][4];
    assign e[4][0] = d[4][4];
    generate
      for(y=0; y<5; y=y+1)
        begin : L5
          for(x=0; x<5; x=x+1)
            begin : L6
              assign f[x][y] = e[x][y] ^ ((~ e[(x == 4 ? 0 : x + 1)][y]) & e[(x == 3 ? 0 : x == 4 ? 1 : x + 2)][y]);
            end
        end
    endgenerate
    generate
      for(x=0; x<64; x=x+1)
        begin : L60
          if(x==0 || x==1 || x==3 || x==7 || x==15 || x==31 || x==63)
            assign g[0][0][x] = f[0][0][x] ^ round_const[x];
          else
            assign g[0][0][x] = f[0][0][x];
        end
    endgenerate
    generate
      for(y=0; y<5; y=y+1)
        begin : L7
          for(x=0; x<5; x=x+1)
            begin : L8
              if(x!=0 || y!=0)
                assign g[x][y] = f[x][y];
            end
        end
    endgenerate
    generate
      for(y=0; y<5; y=y+1)
        begin : L99
          for(x=0; x<5; x=x+1)
            begin : L100
              assign out[1599 - 64*(5*y+x) : 1599 - 64*(5*y+x) - 63] = g[x][y];
            end
        end
    endgenerate
endmodule
```

==> impl_metrics.tcl <==
# flow metrics
set metrics [dict create \
    outcome "did not finish" \
    lastStage "5_1_grt" \
    error "[ERROR GRT-0116] Global routing finished with congestion. Check the congestion regions in the DRC Viewer." \
    row_count 211 \
    hold_buffers 0 \
    ctsLongestPathBuffers 4 \
    fp_util_pct 50.3 \
    first_global_vias 151000 \
    yosys_cells 16900 \
    ys_chip_area_um2 167000 \
    clock-root-buffer "clkbuf_16" \
    cts_buffers 282 \
    grt_first_pass_wirelength_mm 1670 \
    yosys_warnings 6 \
    grt_max_degree 136 \
    placed_area_um2 177000 \
    die_y_um 579 \
    flop_cell "dfxtp_1" \
    post_cts_resized 0 \
    postCtsSetupRepairBufs 0 \
    grt_overflow 609 \
    place_ws_ns 131.87 \
    numPortBuffers 551 \
    ys_ff 2244 \
    netlist_instances 16900 \
    globalplace.congestion 1.38 \
    htreeDepth 5 \
    synth.distinct_cells 62 \
    async_flop_share_pct 0 \
    clock-sinks 2244 \
    netlist_area_um2 167000 \
    ys_seq_share_pct 27.0 \
    track_usage_pct 79.5 \
    dp_hpwl_mm 1010 \
    die_w_um 579 \
    synth.avg_cell_area_um2 9.84 \
    edf_count 0 \
    io_pins 552 \
]
[routing by layer]
layer  overflow  global-route usage (%)
met5          0                    61.5
met4        219                    70.5
met3          5                    72.8
met2        371                    89.2
met1         14                    80.8
[cell families after synthesis]
| logic type | Yosys count | synth area share, % |
|---|---|---|
| simple gates | 5518 | 14.4 |
| mux | 4 | 0.0240 |
| xor+xnor | 5227 | 44.6 |
| buf+inv | 1627 | 5.24 |
| compound gates | 2309 | 8.77 |
| flops | 2244 | 27.0 |
[stage by stage]
stage,hold WS (ns),utilization [%],instances
floorplan,0.411,-,16900
global placement,0.415,53.4,21200
detailed placement,0.423,53.4,21200
CTS,0.434,56.3,21700
[cells in the mapped netlist, types with 555 or more instances]
cell | count | area [um2]
xnor3_1 | 1816 | 40900
a21oi_1 | 608 | 3040
clkbuf_1 | 760 | 2850
nand2_1 | 2280 | 8560
a211oi_1 | 910 | 6830
nand3_1 | 653 | 3270
xnor2_1 | 1649 | 14400
xor2_1 | 1525 | 13400
buf_4 | 555 | 4170
dfxtp_1 | 2244 | 44900
o21ai_0 | 575 | 2880
nor2_1 | 1745 | 6550
